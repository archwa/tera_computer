**config.mk**
```make
export PLATFORM = sky130hd
export DESIGN_NAME = m_pc_reg
export DESIGN_NICKNAME = m_pc_reg
export VERILOG_FILES = /design/flow/design.v
export SDC_FILE = /design/flow/constraint.sdc
export NUM_CORES = 4
export LEC_CHECK = 1
export CORE_AREA = 10 10 70 70
export DIE_AREA = 0 0 80 80
```
**constraint.sdc**
```tcl
current_design m_pc_reg

set clk_period 1.0
set clk_io_pct 0.2

create_clock -name clk0 -period $clk_period [get_ports {w_clock}]

set non_clock_inputs [all_inputs -no_clocks]
set_input_delay [expr $clk_period * $clk_io_pct] -clock clk0 $non_clock_inputs
set_output_delay [expr $clk_period * $clk_io_pct] -clock clk0 [all_outputs]
```
**design.v**
```verilog
module m_pc_reg (r_bus_addr_out, w_bus_addr_in, w_clock, w_reset);
	input [7:0] w_bus_addr_in;				 
	input w_clock, w_reset;					 
	output reg [7:0] r_bus_addr_out;			 
	always @ (posedge w_clock)				 
		if (w_reset) r_bus_addr_out <= 8'b0;		 
		else r_bus_addr_out <= w_bus_addr_in;		 
endmodule
module m_program_counter (w_bus_addr_pc_out, w_bus_jump_addr, w_channel, w_clock, w_reset);
	output [7:0] w_bus_addr_pc_out;
	input [7:0] w_bus_jump_addr;
	input w_channel, w_clock, w_reset;
	wire [7:0] w_bus_mux_out, w_bus_pc_plus1;
	m_pc_reg pc_reg (w_bus_addr_pc_out, w_bus_mux_out, w_clock, w_reset);
	m_8bit_plus1_adder add_pc (w_bus_pc_plus1, w_bus_addr_pc_out);
	m_2to1_8bit_mux pc_mux (w_bus_mux_out, w_bus_pc_plus1, w_bus_jump_addr, w_channel);
endmodule	
```
**run.sh**
```bash
#!/bin/bash
# OpenROAD 26Q1-2900-gdf79404cd8, Yosys 0.63+post, stock flow scripts
make -C /OpenROAD-flow-scripts/flow DESIGN_CONFIG=/design/flow/config.mk WORK_HOME=/design/flow/orfs finish
```
==> results_slide.txt <==
Run Summary

Pwr
  • Max VDD drop: 0.228 mV
  • Sw Ratio: 16.6%
  • Lkg Pwr: around 0.19 nW
  • Seq pwr share: 54.0%
  • Comb pwr share: between 10% and 20%
  • Psw: 105 uW
  • Internal: approximately 530 uW
  • Power share of the clock group: 35.3%
  • PD cells: 1400 nW/um^2

Clock network
  • Hold buffer count at cts: 0
  • CTS HTree Levels: 1
  • CTS tree: yes
  • Clk buf depth: 2
  • CTS Sinks: 8
  • Clk slew on worst S/H paths: 0.05 ns
  • Number of CTS-inserted buffers: 3
  • CTS root buf: clkbuf_4

Finish
  • Share of post-route cells with drive strength above 1: 8.33%
  • Design Area, Final: 452 um^2
  • Gate Area: 50.0 um^2
  • Number of flip-flops in the largest register: 8
  • Largest Register: r_bus_addr_out
  • Fillcell total: approximately 400
  • Seq. cell area: 160 um^2
  • Largest regs: r_bus_addr_out: 8 flops
  • Synthesis-to-layout area growth: 115%
  • Final core utilization: 13.2%

Worst setup path
  • Slowest stage delay, CP: 0.29 ns
  • Crit-path max FO: 1
  • Crit path max-delay family: flip-flops
  • Setup crit end kind: primary output
  • CP Data Required Time: 0.80 ns
  • CP Class: reg -> out
  • CP bufs+invs: 1
  • WP data arrival: 0.77 ns
  • Startpoint Class: register
  • Crit-path cells: dlygate4sd2_1
  • Worst path slowest cell: dfxtp_1
  • CP Depth: 1

Final timing
  • Period minus WS final: roughly 0.97 ns
  • Period utilisation layout: approximately 97%
  • RSZ-0062 raised after global routing: no
  • Pins Over Slew Limit: 0
  • Worst setup margin: 0.0345 ns
  • Setup-failing EPs final: 0
  • Setup Total Neg Slack: 0 ns
  • Relative slew margins: 82.9%
  • Final Hold Viols: 0
  • Fmax: 1040 MHz
  • Worst slew pin tran: ~0.26 ns

Worst hold path
  • Worst Hold Class: in -> reg
  • Worst hold path depth: 2

Placement
  • IO buf count: 17
  • Placed Area: 438 um^2
  • Routability-driven placement congestion ratio: around 0.70
  • Pre-CTS WS: -0.0188 ns

Detailed routing
  • Total routed wirelength: a little under 700 um
  • # DRC: 0
  • DR iter-0 viols: 0
  • Routed Antenna Nets: 0
  • ANT cells: 0
  • First drt pass iteration count: 1
  • Wirelength per Cell: 8.33 um
  • Vias per Instance: 2.13
  • Vias post-DR: 175

Synth
  • Cell taking the most area after synthesis: dfxtp_1
  • Post-synth top cells: 8 x dfxtp_1, 8 x nor2b_1
  • Async set or reset register ratio after synthesis: 0%
  • # Cells Yosys: 16
  • Synth Seq Share: 76.2%
  • Synth cell types: 2
  • Registers, synthesis: 8
  • Mapped Cells: 16
  • Yosys warns: 1
  • Main flop type: dfxtp_1
  • Yosys Chip Area: 210 um^2
  • Mean post-synth cell area: 13.1 um^2
  • Top cells by area: dfxtp_1 76%, nor2b_1 24%
  • Area share of the largest cell type after synthesis: 76.2%
  • Post-Syn Area: ~210 um^2
  • Number of enable flip-flop cells: 0

GRT
  • Initial antenna violation count: 0
  • Vias in the first global route: 187
  • Largest net degree at the start of global routing: 9
  • First-pass GRT wire length: 938 um
  • All-Layer GR Usage: 1.91%
  • GRT Residual Overflow: 0

Floorplan
  • DIE AREA: roughly 6400 um^2
  • I/O pins: 18
  • Core ar.: 3420 um^2
  • Die Y: 80 um
  • Overall die width: 80 um
  • Rows: 21
  • Floorplan utilization: between 6 and 7%

Outcome
  • Status: completed

Job
  • Max-cap violations: 0
  • OpenROAD warnings: 25
==> logic make-up after synthesis <==
logic type	share of synthesized area, %
and+or+nand+nor	23.8
DFF	76.2
==> final cells by class <==
class / instances / area share, %
clock buffer: 3 / 4.99
sequential: 8 / 35.5
multi-input combinational: 8 / 11.1
tap: 46 / 12.7
timing repair buffer: 17 / 35.7
==> layout by cell type, fill, tap and decap left out <==
cell,n
dfxtp_1,8
dlygate4sd2_1,7
nor2b_1,8
clkbuf_4,3
clkdlybuf4s50_1,9
clkdlybuf4s15_1,1
==> power by group through the flow <==
stage     clock network, mW  logic [mW]  registers (mW)
4_1_cts               0.236      0.0694           0.341
5_1_grt               0.243      0.0740           0.342
6_report              0.223      0.0680           0.340
==> stage by stage <==
step,cells,hold slack (ns),total power [mW]
2_1_floorplan,16,0.272,0.353
3_3_place_gp,79,0.766,0.428
3_5_place_dp,79,0.765,0.428
4_1_cts,82,0.503,0.646
5_1_grt,82,0.510,0.659
6_report,82,0.513,0.631
==> per-layer routing <==
layer | global-route usage (%) | part of all wire (%) | wire [um] | up-vias
met5 | 0 | 0 | 0 | -
met4 | 1.06 | 2.8 | 19 | 0
met3 | 0.341 | 2.3 | 16 | 2
met2 | 4.01 | 66 | 450 | 6
met1 | 1.55 | 29 | 198 | 77
li1 | - | - | - | 90
==> final timing paths <==
path                          start                 to  slack (ns)
setup / recovery  r_bus_addr_out[7]  r_bus_addr_out[7]        0.03
hold / removal     w_bus_addr_in[3]  r_bus_addr_out[3]        0.51
==> repair_timing <==
| item | CTS | global route |
|---|---|---|
| setup buffers | 0 | 0 |
| gates cloned | 0 | 0 |
| endpoints found under the setup margin | 8 | 1 |
| resized | 8 | 1 |
Power and IR drop assume default switching activity.
