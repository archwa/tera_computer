## design/flow/design.v

```verilog
module m_2to1_8bit_mux (w_bus_mux_out, w_bus_mux_in_0, w_bus_mux_in_1, w_channel);
	output [7:0] w_bus_mux_out;
	input [7:0] w_bus_mux_in_0, w_bus_mux_in_1;
	input w_channel;
	assign w_bus_mux_out = (w_channel) ? w_bus_mux_in_1 : w_bus_mux_in_0;
endmodule
module m_2to1_8bit_mux_with_add1 (w_bus_mux_out, w_bus_mux_in_0, w_bus_mux_in_1, w_channel);
	output [7:0] w_bus_mux_out;
	input [7:0] w_bus_mux_in_0, w_bus_mux_in_1;
	input w_channel;
	assign w_bus_mux_out = (w_channel) ? (w_bus_mux_in_1 + 1) : w_bus_mux_in_0;
endmodule
module m_1to2_8bit_demux (w_bus_demux_out_0, w_bus_demux_out_1, w_bus_demux_in, w_channel);
	output [7:0] w_bus_demux_out_0, w_bus_demux_out_1;
	input [7:0] w_bus_demux_in;
	input w_channel;
	assign w_bus_demux_out_0 = (w_channel) ? 8'bzzzzzzzz : w_bus_demux_in;
	assign w_bus_demux_out_1 = (w_channel) ? w_bus_demux_in : 8'bzzzzzzzz;
endmodule
```

## design/flow/run.sh

```bash
#!/bin/bash
# OpenROAD 26Q1-2900-gdf79404cd8, Yosys 0.63+post, stock flow scripts
make -C /OpenROAD-flow-scripts/flow DESIGN_CONFIG=/design/flow/config.mk WORK_HOME=/design/flow/orfs finish
```

## design/flow/config.mk

```make
export PLATFORM = sky130hd
export DESIGN_NAME = m_2to1_8bit_mux_with_add1
export DESIGN_NICKNAME = m_2to1_8bit_mux_with_add1
export VERILOG_FILES = /design/flow/design.v
export SDC_FILE = /design/flow/constraint.sdc
export NUM_CORES = 4
export LEC_CHECK = 1
export CORE_AREA = 10 10 70 70
export DIE_AREA = 0 0 80 80
```

## design/flow/constraint.sdc

```tcl
current_design m_2to1_8bit_mux_with_add1

set clk_period 1.6
set clk_io_pct 0.2

create_clock -name clk0 -period $clk_period

set non_clock_inputs [all_inputs -no_clocks]
set_input_delay [expr $clk_period * $clk_io_pct] -clock clk0 $non_clock_inputs
set_output_delay [expr $clk_period * $clk_io_pct] -clock clk0 [all_outputs]
```

==> flow_metrics.py <==
# Flow results
metrics = {
    "synth": {
        "yosysSeqAreaShare_pct": 0,
        "topCellsByArea": "nor2_1 (12%), a31oi_1 (9.8%), or3_1 (9.8%)",
        "synthesis.area_sq_um": 191.4,
        "synth.distinct_cells": 16,
        "top_area_share_pct": 11.76,
        "postSynthCellCount": 32,
        "ys_cells": 32,
        "avgSynthCellArea_sq_um": 5.982,
        "yosysTopAreaCell": "nor2_1",
        "yosysChipArea_sq_um": 191.4,
        "ys_warn_count": 2,
    },
    "min_path": {
        "min_to": "w_bus_mux_out[5]",
        "holdPathStages": 4,
        "hp-start": "w_bus_mux_in_1[5]",
        "hp-class": "input pin to primary output",
    },
    "placement": {
        "port_buffers": 25,
        "place.gp.congestion": 0.7661,
        "pre_cts_ws_ps": -799.4,
        "place_hpwl_microns": 978.5,
        "dp.cells": 110,
    },
    "grt": {
        "overflow": 0,
        "grt_pass1_wl_microns": 1656,
        "global_route.usage.met1_pct": 3.889,
        "use_met2_pct": 5.859,
        "grt.busiest_layer": "met2",
        "grt_pass1_vias": 329,
        "use_met3_pct": 0.7955,
        "antenna_found_initial": 0,
        "grt_usage_pct": 3.209,
        "grt_start_max_net_pins": 14,
    },
    "timing": {
        "hold_ws_ps": 1006,
        "setup_viol": 0,
        "slew_headroom_pct": 89.53,
        "rsz0062_at_grt": "no",
        "max_freq_mhz": 648.2,
        "worst_slew_pin_slew_ps": 155.4,
        "fin_ws_ps": 57.33,
        "min_period_over_period_pct": 96.42,
        "period_minus_slack_ps": 1543,
        "finalMaxSlewViolations": 0,
        "hold_violations": 0,
    },
    "floorplan": {
        "core_sq_um": 3416,
        "initCoreUtil_pct": 5.604,
        "row_count": 21,
        "io_pins": 25,
        "die_width_microns": 80,
        "die_h_microns": 80,
        "dieArea_sq_um": 6400,
    },
    "routing": {
        "wl_microns": 1081,
        "wire_per_inst_microns": 9.827,
        "viasPerCell": 3.073,
        "drtAntennaViolNets": 0,
        "drt_iter0_markers": 5,
        "dr.pass1.iters": 2,
        "insertedDiodeCount": 0,
        "route.detailed.drc": 0,
        "num_vias": 338,
    },
    "layout": {
        "layout-drive-gt1-share_pct": 34.38,
        "flop_area_sq_um": 0,
        "layout.cells.non_filler": 110,
        "fillCellCount": 394,
        "syn2layout_area_growth_pct": 175.2,
        "nClkBuffers": 0,
        "ff_count": 0,
    },
    "pwr": {
        "p_per_area_nw_per_um2": 214.2,
        "power.leakage_nw": 0.2127,
        "peakVddDrop_v": 0.00004237,
    },
    "critical_path": {
        "cp-end-kind": "primary output",
        "cp.arrival_ps": 1220,
        "critPathLaunchType": "input pin",
        "worst-path-max-fanout": 2,
        "crit_required_ps": 1280,
        "worstSetupPathType": "input pin to primary output",
    },
    "job": {
        "warnings": 33,
        "max_cap_violations": 0,
    },
    "clocking": {
        "cts-hold-fix-buffers": 0,
        "cts_setup_buffers": 0,
    },
    "run_status": {
        "status": "complete, no violations",
    },
}
[Yosys cell counts]
cell      number
a21oi_1        3
nand3_2        1
xnor2_1        1
nand3_1        2
or3_1          3
clkbuf_1       1
mux2_2         1
mux2i_1        1
a31oi_1        3
nand2_1        2
ha_1           1
o21ai_0        3
nand4_1        1
nor2_1         6
xor2_1         2
inv_1          1
[layer usage]
layer	part of all wire, %	wire (microns)
met5	0	0
met3	7.7	83
met2	47	509
met4	0	0
met1	45	488
[how the worst max path moves through the flow]
stage | end | slack [ps] | from
CTS | w_bus_mux_out[4] | -0.1 | w_bus_mux_in_1[0]
finish | w_bus_mux_out[1] | 60 | w_channel
global route | w_bus_mux_out[1] | 4 | w_channel
[kinds of logic (layout without fill, tap and decap cells)]
kind of cell | after synthesis | in the layout | synth area share [%]
AOI/OAI and AO/OA | 9 | 9 | 25.49
xor gates and xnor gates | 3 | 3 | 13.73
adders and majority gates | 1 | 1 | 6.535
buffers and inverters | 2 | 34 | 3.918
muxes | 2 | 2 | 11.11
and+or+nand+nor | 15 | 15 | 39.22
[placed cells by master, fill, tap and decap left out, drive strengths merged]
master and instances:
a31oi 3, clkbuf 4, xor2 2, inv 1, nand4 1, nand2 2, clkdlybuf4s15 1, o21ai 3
mux2i 1, nand3 3, clkdlybuf4s50 8, mux2 1, dlygate4sd2 5, a21oi 3, or3 3, ha 1
nor2 6, xnor2 1, buf 15
[timing repair]
item / 4_1_cts / 5_1_grt
pin swaps: 5 / 5
gates resized: 40 / 12
setup endpoints to repair: 8 / 5
cloned: 0 / 0
[through the flow]
step | instance area (sq um) | power (mW) | setup TNS, ps | utilization, %
floorplan | 191.4 | 0.02760 | 0 | -
global placement | 555.5 | 0.1314 | -5141 | 16.26
detailed placement | 555.5 | 0.1317 | -5194 | 16.26
CTS | 545.5 | 0.1171 | -0.1098 | 15.97
global route | 526.8 | 0.1263 | 0 | 15.42
finish | 526.8 | 0.1129 | 0 | 15.42
[where the power goes]
| part | switching [mW] | leakage [nW] | total (mW) | internal (mW) |
|---|---|---|---|---|
| Sequential | 0 | 0 | 0 | 0 |
| Clock | 0 | 0 | 0 | 0 |
| Combinational | 0.0393 | 0.213 | 0.113 | 0.0735 |
[critical path, cell delays in order]
cell,delay (ps)
dlygate4sd2_1,230
buf_4,120
mux2_2,310
dlygate4sd2_1,240
[final cells by class]
class                      count  area, sq um  area share [%]
multi-input combinational     30        196.4           37.29
inverter                       1        3.754          0.7126
tap                           46        57.56           10.93
timing repair buffer          33        269.0           51.07
Power is estimated from default activity; no workload was simulated.
