`design/flow/run.sh`:
```
#!/bin/bash
# OpenROAD 26Q1-2900-gdf79404cd8, Yosys 0.63+post, stock flow scripts
make -C /OpenROAD-flow-scripts/flow DESIGN_CONFIG=/design/flow/config.mk WORK_HOME=/design/flow/orfs finish
```
`design/flow/config.mk`:
```
export PLATFORM = sky130hd
export DESIGN_NAME = m_register_file
export DESIGN_NICKNAME = m_register_file
export VERILOG_FILES = /design/flow/design.v
export SDC_FILE = /design/flow/constraint.sdc
export NUM_CORES = 4
export LEC_CHECK = 1
export CORE_UTILIZATION = 50
```
`design/flow/constraint.sdc`:
```
current_design m_register_file

set clk_period 4.4
set clk_io_pct 0.2

create_clock -name clk0 -period $clk_period [get_ports {w_clock}]

set non_clock_inputs [all_inputs -no_clocks]
set_input_delay [expr $clk_period * $clk_io_pct] -clock clk0 $non_clock_inputs
set_output_delay [expr $clk_period * $clk_io_pct] -clock clk0 [all_outputs]
```
`design/flow/design.v`:
```
module m_register_file (w_bus_high_reg, w_bus_low_reg, w_bus_instr_word, w_bus_write_back_value, w_bus_write_back_reg, w_write_back, w_clock, w_reset);
	output [7:0] w_bus_high_reg, w_bus_low_reg;
	input [7:0] w_bus_instr_word, w_bus_write_back_value;
	input [3:0] w_bus_write_back_reg;
	input w_write_back, w_clock, w_reset;
	reg [7:0] r_registers [0:15];
	wire [7:0] a0, a1, a2, a3, r2, r3, r4, r5, r6, r7, r8, r10, r13, r14, r15;
	assign a0 = r_registers[1];							 
	assign a1 = r_registers[9];							 
	assign a2 = r_registers[11];							 
	assign a3 = r_registers[12];							 
	assign r2 = r_registers[2];							 
	assign r3 = r_registers[3];							 
	assign r4 = r_registers[4];							 
	assign r5 = r_registers[5];							 
	assign r6 = r_registers[6];							 
	assign r7 = r_registers[7];							 
	assign r8 = r_registers[8];							 
	assign r10 = r_registers[10];							 
	assign r13 = r_registers[13];							 
	assign r14 = r_registers[14];							 
	assign r15 = r_registers[15];							 
	integer i;
	assign w_bus_high_reg = r_registers[w_bus_instr_word[7:4]];
	assign w_bus_low_reg = r_registers[w_bus_instr_word[3:0]];
	initial begin
		for (i = 0; i < 16; i = i + 1) r_registers[i] = 8'b00000000;
		$monitor("$arg0:%x, $arg1:%x, $arg2:%x, $arg3:%x, $and:%x, $or:%x, $add:%x, $rlf:%x, $rrt:%x, $sle:%x, $sge:%x, $jal:%x, $lw:%x, $sw:%x, $mov:%x", a0, a1, a2, a3, r2, r3, r4, r5, r6, r7, r8, r10, r13, r14, r15);
	end
	always @ (posedge w_clock) begin
		if (w_write_back & w_bus_write_back_reg != 4'b0000) r_registers[w_bus_write_back_reg] <= w_bus_write_back_value;
		if (w_reset) for (i = 0; i < 16; i = i + 1) r_registers[i] = 8'b00000000;
	end
endmodule
```
==> impl_metrics.tcl <==
# flow metrics
set metrics [dict create \
    clkPwrFrac_pct 50.5 \
    warnings 25 \
    clockBufferDepth 2 \
    hold_class "register to register" \
    clkTransAtPathRegs_ns 0.05 \
    dieArea_um2 14200 \
    io_pins 39 \
    core_um2 13300 \
    fp_util_pct 51.6 \
    grt_pass1_vias 5969 \
    largestRegisters "r_registers: 128 flops" \
    internal-power_w 0.00222 \
    seqPwrFrac_pct 40.1 \
    outcome "completed" \
    maxCapViolations 0 \
    routedWlPerCell_um 24.1 \
    regArea_um2 2560 \
    pre_cts_slack_ns 0.641 \
    path_common_cell "clkdlybuf4s50_1" \
    cts_buffers 17 \
    postPlaceCellArea_um2 7250 \
    finClkSkew_ns 0 \
    regMostFlops "r_registers" \
    worst_slew_pin_slew_ns 0.737 \
    r2r_start "r_registers[1][7]" \
    edf_count 0 \
    hold_viol 0 \
    largest_reg_flops 128 \
    die_y_um 119 \
    yosys-stat-cells 726 \
    holdCritStartpoint "r_registers[0][1]" \
    worstPathCellList "clkdlybuf4s50_1, buf_12, mux4_2, a22oi_1, nand2_1, clkdlybuf4s50_1" \
    crit_type "primary input to output port" \
    cp-start-kind "primary input" \
    root_buffer "clkbuf_16" \
    postCtsHoldBufs 0 \
    asyncSetResetFlopFracSynth_pct 0 \
    place.gp.congestion 0.838 \
    ys_seq_share_pct 37.2 \
    min_period_ns 3.75 \
    num_vias 6110 \
    fmax_ghz 0.267 \
    cp_data_arrival_time_ns 2.87 \
    synth_cell_types 31 \
    peakVddDrop_mv 0.254 \
    drt.antenna.violating_nets 0 \
    grt-ovfl-total 0 \
    drc_errors 0 \
    antennaDiodeCount 0 \
    cts_tree "yes" \
    synth_top_flop_cell "dfxtp_1" \
    worst_slack_ns 0.651 \
    whs_ns 0.480 \
    pwr-share-comb_pct 9.5 \
    dp_hpwl_mm 11.8 \
    hold_path_depth 1 \
    htreeDepth 4 \
    finalMaxSlewViolations 0 \
    r2r-end "r_registers[1][7]" \
    worstPathRequired_ns 3.52 \
    endpoint_kind "output port" \
    port_buffers 38 \
    p_per_area_nw_per_um2 375 \
    synth_area_per_cell_um2 9.49 \
    synth_area_um2 6890 \
    fill_cells 1119 \
    crit_fanout 32 \
    grtUsageTotal_pct 33.6 \
    vias_per_cell 6.74 \
    grt_first_pass_wirelength_mm 34.0 \
    grt_max_degree 54 \
    routed_wl_mm 21.9 \
    final_layout_size_suffix_gt1_share_pct 15.2 \
    period_used_pct 85.2 \
    cts.sinks 128 \
    switchingPower_w 0.000728 \
    rows 42 \
    min_to "r_registers[0][1]" \
    area_growth_pct 14.4 \
    swShare_pct 24.7 \
    ys.flops 128 \
    regToRegSetupSlack_ns 3.70 \
    slew_headroom_pct 50.7 \
    ys_warn_count 2 \
    antenna_found_initial 0 \
    stdcell_area_um2 7880 \
    cpPeakStageDelay_ns 0.52 \
    slowest_stage "clkdlybuf4s50_1" \
    cts_resized 0 \
    p_leak_nw 2.66 \
    synth_cells 726 \
    final_util_pct 59.0 \
    rsz0062_at_grt "no" \
    setup_viol 0 \
    crit_family "buffers and inverters" \
    reg2reg_depth 2 \
    logic_area_um2 3840 \
    die_x_um 119 \
    worstPathBufferInverterCount 3 \
    drt_iter0_drc 545 \
    cts_setup_buffers 0 \
    firstDrtPassIters 6 \
    clk_latency_ns 0.41 \
    tns_ns 0 \
    ys_chip_area_um2 6890 \
]
## layer usage
layer | vias to the layer above | track usage [%] | part of all wire [%]
li1 | 2740 | - | -
met1 | 2955 | 51.6 | 41
met2 | 376 | 47.7 | 44
met3 | 39 | 13.9 | 12
met4 | 0 | 6.02 | 2.0
met5 | - | 0 | 0
## power by group through the flow
| stage | Combinational [W] | Sequential (W) | Clock, W |
|---|---|---|---|
| 4_1_cts | 0.000274 | 0.00118 | 0.00150 |
| 5_1_grt | 0.000294 | 0.00118 | 0.00156 |
| 6_report | 0.000280 | 0.00118 | 0.00149 |
## cells in the mapped netlist, types with 2 or more instances
| master | n | area [um^2] |
|---|---|---|
| a21oi_1 | 120 | 601 |
| a22oi_1 | 32 | 240 |
| and2_1 | 3 | 18.8 |
| and3b_1 | 2 | 17.5 |
| buf_1 | 2 | 7.51 |
| buf_12 | 3 | 60.1 |
| buf_2 | 25 | 125 |
| buf_4 | 2 | 15.0 |
| buf_6 | 3 | 33.8 |
| clkbuf_1 | 54 | 203 |
| clkbuf_4 | 2 | 15.0 |
| dfxtp_1 | 128 | 2560 |
| mux4_1 | 21 | 552 |
| mux4_2 | 42 | 946 |
| nand2_1 | 17 | 63.8 |
| nand2b_1 | 2 | 12.5 |
| nand3_1 | 121 | 606 |
| nand3b_1 | 2 | 15.0 |
| nor2_1 | 3 | 11.3 |
| nor2b_1 | 13 | 81.3 |
| o21ai_0 | 114 | 571 |
| o21ai_1 | 6 | 30.0 |
## worst max path at each step
stage / endpoint / depth (start not counted) / start
after global routing: w_bus_low_reg[6] / 6 / w_bus_instr_word[0]
final: w_bus_low_reg[0] / 6 / w_bus_instr_word[1]
after CTS: w_bus_low_reg[0] / 6 / w_bus_instr_word[1]
## cell usage in the layout, fill, tap and decap left out, drive strengths merged, types with 3 or more instances in the layout
cell,n
a21oi,120
clkinvlp,5
nor2,3
bufinv,4
a22oi,32
buf,31
and2,3
mux4,64
clkdlybuf4s50,35
dfxtp,128
clkbuf,18
clkinv,5
nand3,121
o21ai,120
nand2,17
nor2b,13
## through the flow
| stage | instances | power [W] |
|---|---|---|
| after global placement | 874 | 0.00148 |
| after floorplan | 726 | 0.00138 |
| after global routing | 906 | 0.00303 |
| final | 906 | 0.00295 |
| after detailed placement | 874 | 0.00148 |
| after CTS | 906 | 0.00296 |
## layout make-up
cell class	count	share of cell area (%)
clock inverters	14	2.41
clock buffers	18	5.57
multi-input cells	504	48.7
repair buffers	66	7.97
flip-flops and latches	128	32.5
well taps	176	2.79
## cell families after synthesis
kind of cell / share of synthesized area (%)
AND-OR/OR-AND: 20.9
AND/OR/NAND/NOR: 12.6
flip-flops: 37.2
buffers and inverters: 7.16
multiplexers: 22.1
Power and IR drop assume default switching activity.
